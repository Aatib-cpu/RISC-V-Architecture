### design/flow/design.v
`timescale 1ns / 1ps
module Stage_1(Clock,Reset,Do_Stall,Is_Branch_Taken,MUX_IF_PM,Jump_Address,Instruction_Register_ID,PC_IF,Instruction_Fetch_IF_PM);
input Clock;
input Reset;
input Do_Stall;  
input Is_Branch_Taken;  
input [1:0] MUX_IF_PM;
input [31:0] Jump_Address; 
input [31:0] Instruction_Register_ID;
output [31:0]PC_IF;  
output reg [31:0]Instruction_Fetch_IF_PM; 
reg [31:0]Instruction_Fetch_IF;
reg [31:0]Address;    
reg [7:0] IM [0:63];  
assign PC_IF = Address; 
always@(posedge Clock or posedge Reset)
begin
if(Reset)
Address <= 32'b0;
else
case({Is_Branch_Taken,Do_Stall})
2'b00: Address <= Address + 32'd4;
2'b10: Address <= Jump_Address;
default;
endcase
end
initial
begin                                    
    {IM[03],IM[02],IM[01],IM[00]} = 32'b000000000001_00110_000__00101_0000011;  
    {IM[07],IM[06],IM[05],IM[04]} = 32'b0000000_00011_00010_000___00001_0110011; 
    {IM[11],IM[10],IM[09],IM[08]} = 32'b0000000_00100_00001_000___00010_0110011; 
    {IM[15],IM[14],IM[13],IM[12]} = 32'b0000000_00001_00010_000___00011_0110011; 
    {IM[19],IM[18],IM[17],IM[16]} = 32'b0100000_00111_01000_000___00111_0110011; 
    {IM[23],IM[22],IM[21],IM[20]} = 32'b1111111_00101_00101_000__10001_1100011;  
    {IM[27],IM[26],IM[25],IM[24]} = 32'b000000000000_00000_000_00000_0010011; 
    {IM[31],IM[30],IM[29],IM[28]} = 32'b000000000000_00000_000_00000_0010011;
    {IM[35],IM[34],IM[33],IM[32]} = 32'b000000000000_00000_000_00000_0010011; 
    {IM[39],IM[38],IM[37],IM[36]} = 32'b000000000000_00000_000_00000_0010011; 
    {IM[43],IM[42],IM[41],IM[40]} = 32'b000000000000_00000_000_00000_0010011; 
    {IM[47],IM[46],IM[45],IM[44]} = 32'b000000000000_00000_000_00000_0010011; 
    {IM[51],IM[50],IM[49],IM[48]} = 32'b000000000000_00000_000_00000_0010011; 
    {IM[55],IM[54],IM[53],IM[52]} = 32'b000000000000_00000_000_00000_0010011; 
    {IM[59],IM[58],IM[57],IM[56]} = 32'b000000000000_00000_000_00000_0010011; 
    {IM[63],IM[62],IM[61],IM[60]} = 32'b000000000000_00000_000_00000_0010011; 
end
always@(Address)
begin
Instruction_Fetch_IF = {IM[Address+3],IM[Address+2],IM[Address+1],IM[Address]};
end
always@(*) 
case(MUX_IF_PM)                          
2'b01: Instruction_Fetch_IF_PM = 32'b0000000_00000_00000_000__00000_0110011;      
2'b10: Instruction_Fetch_IF_PM = Instruction_Register_ID;    
default: Instruction_Fetch_IF_PM = Instruction_Fetch_IF;       
endcase
endmodule
### design/flow/run.sh
#!/bin/bash
# OpenROAD 26Q1-2900-gdf79404cd8, Yosys 0.63+post, stock flow scripts
make -C /OpenROAD-flow-scripts/flow DESIGN_CONFIG=/design/flow/config.mk WORK_HOME=/design/flow/orfs finish
### design/flow/config.mk
export PLATFORM = sky130hd
export DESIGN_NAME = Stage_1
export DESIGN_NICKNAME = Stage_1
export VERILOG_FILES = /design/flow/design.v
export SDC_FILE = /design/flow/constraint.sdc
export NUM_CORES = 4
export LEC_CHECK = 1
export CORE_UTILIZATION = 50
### design/flow/constraint.sdc
current_design Stage_1

set clk_period 6.5
set clk_io_pct 0.2

create_clock -name clk0 -period $clk_period [get_ports {Clock}]

set non_clock_inputs [all_inputs -no_clocks]
set_input_delay [expr $clk_period * $clk_io_pct] -clock clk0 $non_clock_inputs
set_output_delay [expr $clk_period * $clk_io_pct] -clock clk0 [all_outputs]
==> COMMIT_EDITMSG <==
Refresh implementation metrics

* P_sw: ~470 uW
- Post-CTS Resized: 0
* H-tree depth: 2
* Type of the most critical hold path: flop to flop
- Core box area: 7410 um^2
- Number of synthesized register bits: 32
* Number of cells produced by synthesis: about 570
- Setup violators final: 0
* P_int: roughly 650 uW
- The flow ran to the end, and the final reports show no timing, DRC or antenna violations.
- Setup repair after global routing missed its margin: no
- For this run, the number of standard cells in the final layout without fillers is approximately 770.
- For reference, the placement row count at floorplan is 31.
* YS chip area: slightly below 4000 um^2
- Ratio of total power to cell area: 211 nW/um^2
* Core occupancy in the finished layout: about 70%
- For this design, the CTS-stage hold fixing added 0 buffers.
- The pin closest to its max-slew limit shows a slew of about 880 ps.
* Number of failing hold endpoints at the final stage: 0
- Across all stage logs, warnings added up to 38.
- Largest registers ranked by flip-flop count: Address (32)
- Share of power burned in combinational logic: 61.5%
- In the floorplan report the effective utilization is between 50 and 60%.
- Yosys mapped the design onto 59 distinct sky130hd cell types.
- Dividing the synthesized area by the synthesized cell count gives ~7 um^2.
- Die Y: slightly above 90 um
* Setup crit start kind: input port
- Final global-route overflow total: 0
- The largest register by flop count is Address.
* Total via count after detailed routing: between 4000 and 5000
* Reg power frac: roughly a quarter
* Type of the setup path with the least slack: input port to output port
- Remaining number of nets flagged by the antenna check after routing: 0
- The worst setup path is captured at an output port.
- Number of buffers added on ports: around 130
* Clock group share of total power: roughly 14%
- After detailed routing, the total wire length is 12.3 mm.
- Of the total power, the share spent switching nets is 41.9%.
- Final HPWL DP: approximately 8.4 mm
- Summed over all cells, the static leakage comes to between 0.002 and 0.0025 uW.
* Main synth FF type: dfrtp_1
* F_max: between 150 and 200 MHz
- The horizontal die dimension reported for this design is a little over 90 um.
- Looking at the critical path, the highest net fanout was 19.
* EDFF count, synth: 0
- Max reg flops: 32
* Biggest area consumer among synthesized cells: dfrtp_1
* Detail-routed via count per cell: around 6.3
* Top Ports: 134
- In this run the biggest area consumer among cell types represents roughly 20% of the synthesized area.
- After routing, the total negative slack on setup checks comes to 0 ps.
- Final clock period utilization by the worst path: 82.2%
- OpenSTA, run right after detailed placement, puts the worst setup slack at 1170 ps.
- Clock skew: ~6.7 ps
- Maximum capacitance violations: 0
* GR Util All Layers: 30.4%
- Per the final report, max-transition violations number 0.
- Sequential element share of the synthesized area: between 20 and 25%
* Layout cells sized above 1: 3.45%
- The repair_antennas step left the layout with diodes totalling 0.
- Clock transition at path regs: 60 ps
- Peak supply drop: roughly 0.14 mV
- From synthesis to final layout, the design area changed by 35.9%.
- For reference, the top cells by area after synthesis are dfrtp_1, a21oi_1, o21ai_0.
- Number of warning messages in the yosys log: 1
- STA puts the critical path data required time at about 5200 ps.
* Crit path arrival time: 4040 ps
* Cell count after placement: ~760
- TritonCTS reports the number of clock sinks as 32.
- The final weighted congestion recorded by global placement is roughly 0.92.
- Remaining max-slew budget at the tightest pin: 41.4%
- Clock tree from TritonCTS: built
- The clock passes through at most 2 buffers.
- After floorplanning, the die was sized to cover between 8000 and 9000 um^2.
* Pin count of the biggest net entering global routing: 38
- Of all flip-flops after synthesis, the portion carrying an async set or reset was roughly 100%.
* Yosys cell count: between 500 and 600
* Depth of the worst register-to-register path: 6
- Postcts setup bufs: 0
- The first global-routing pass estimated about 20 mm of wire.
* Minimum clock period: roughly 5300 ps
- In the routed design, unresolved DRC markers number 0.
- Once iteration 0 of detailed routing completed, the report listed about 320 DRC markers.
* Final worst setup slack: between 1000 and 1500 ps
- The number of cells on the worst hold path is listed as 1.
* DRT Pass-1 Iters: 5
- Initial antenna violation count: 0
* TritonCTS Buffers: 5
* Wire length per cell after detailed routing: roughly 16 um
- Insertion Delay late pin: between 200 and 300 ps
- Clock tree synthesis selected as its root buffer the cell clkbuf_8.
* Number of global-route vias before repair: about 4300
* Cell Area, Synth: around 3900 um^2
## critical path: stages
cell and delay (ps):
clkdlybuf4s50_1 480, inv_1 50, ha_1 660, nand2_1 220, or3_1 490, o311ai_0 320
clkdlybuf4s50_1 510
## per-stage QoR
step	power, uW	instance area, um^2	hold WS [ps]
finish	1120	5340	511
global route	1210	5340	538
CTS	1120	5340	514
detailed placement	953	5240	500
global placement	947	5240	498
floorplan	677	3930	453
## worst paths after layout
kind / to / slack [ps] / start
min reg2reg: Address[11] / 510 / Address[11]
min in group asynchronous: Address[0] / 1400 / Reset
min: Address[11] / 510 / Address[11]
max: Instruction_Fetch_IF_PM[14] / 1160 / MUX_IF_PM[0]
max in group asynchronous: Address[8] / 4790 / Reset
max reg2reg: Address[26] / 3520 / Address[2]
## cell families (layout without fill, tap and decap cells)
family	Yosys count	in the layout	synth area share, %
and+or+nand+nor	197	197	23.7
buffers and inverters	72	169	7.14
AOI/OAI and AO/OA	220	220	35.9
adders and majority gates	16	16	5.10
DFF	32	32	20.4
xor gates and xnor gates	16	16	3.57
muxes	16	16	4.14
## cells in the mapped netlist, types with 3 or more instances
library cell,instances
o21ai_0,50
o211ai_1,12
o31ai_1,4
a211oi_1,8
nor2b_1,4
o22ai_1,15
o22a_1,5
nor3_1,17
a22oi_1,6
a221o_1,4
nand4_1,6
mux2i_1,14
a22o_1,6
inv_1,16
or3_1,8
and3_1,6
nand2b_1,7
or4_1,3
dfrtp_1,32
a21oi_1,62
a32o_1,4
xnor2_1,12
o21a_1,3
a21o_1,3
a32oi_1,4
a31oi_1,12
o221ai_1,3
buf_2,5
nand2_1,66
buf_1,9
nor2_1,41
nor4_1,7
clkbuf_1,39
ha_1,16
nand3_1,24
xor2_1,4
## per-layer routing
layer | global-route usage [%] | routed length [um]
met5 | 0 | 0
met4 | 6.99 | 233
met3 | 3.59 | 908
met2 | 49.7 | 5920
met1 | 44.0 | 5210
## layout by cell type, fill, tap and decap left out, types with 3 or more instances in the layout
cell type        synthesis  layout
clkdlybuf4s50_1          0     133
nand2_1                 66      66
a21oi_1                 62      62
o21ai_0                 50      50
nor2_1                  41      41
dfrtp_1                 32      32
nand3_1                 24      24
nor3_1                  17      17
inv_1                   16      16
ha_1                    16      16
o22ai_1                 15      15
mux2i_1                 14      14
a31oi_1                 12      12
xnor2_1                 12      12
o211ai_1                12      12
buf_4                    1      10
or3_1                    8       8
a211oi_1                 8       8
nor4_1                   7       7
nand2b_1                 7       7
and3_1                   6       6
a22oi_1                  6       6
nand4_1                  6       6
a22o_1                   6       6
clkbuf_8                 0       6
o22a_1                   5       5
a32oi_1                  4       4
nor2b_1                  4       4
a32o_1                   4       4
a221o_1                  4       4
xor2_1                   4       4
o31ai_1                  4       4
o221ai_1                 3       3
or4_1                    3       3
o21a_1                   3       3
a21o_1                   3       3
## power by group through the flow
stage	combinational [uW]	sequential (uW)	clock, uW
CTS	685	269	164
finish	691	271	162
global route	764	276	172
## layout make-up
class	instances	area, um^2
clock inverters	2	10.0
clock buffers	6	82.6
multi-input cells	465	2840
fillers	588	2070
flip-flops and latches	32	801
repair buffers	143	1410
well taps	99	124
inverters	18	67.6
No activity file was given, so power comes from the tool's default toggle rates.
