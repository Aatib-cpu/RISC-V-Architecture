<file path="./config.mk">
export PLATFORM = sky130hd
export DESIGN_NAME = Stage_3
export DESIGN_NICKNAME = Stage_3
export VERILOG_FILES = /design/flow/design.v
export SDC_FILE = /design/flow/constraint.sdc
export NUM_CORES = 4
export LEC_CHECK = 1
export CORE_UTILIZATION = 40
</file>
<file path="./run.sh">
#!/bin/bash
# OpenROAD 26Q1-2900-gdf79404cd8, Yosys 0.63+post, stock flow scripts
make -C /OpenROAD-flow-scripts/flow DESIGN_CONFIG=/design/flow/config.mk WORK_HOME=/design/flow/orfs finish
</file>
<file path="./constraint.sdc">
current_design Stage_3

set clk_period 18.1
set clk_io_pct 0.2

create_clock -name clk0 -period $clk_period

set non_clock_inputs [all_inputs -no_clocks]
set_input_delay [expr $clk_period * $clk_io_pct] -clock clk0 $non_clock_inputs
set_output_delay [expr $clk_period * $clk_io_pct] -clock clk0 [all_outputs]
</file>
<file path="./design.v">
`timescale 1ns / 1ps
module Stage_3(
input [31:0] PC_EX,
input [31:0] Operand1_ACU_EX_Fwd,  
input [31:0] Operand2_ACU_EX,  
input [31:0] Operand1_DEU_EX_Fwd,  
input [31:0] Operand2_DEU_EX_Fwd,  
input [4:0] Alu_Ctrl_EX,			 
input J_Type_EX,
input I_Type_JAL_R_EX,
output reg [31:0] Address_EX,
output reg Is_Branch_Taken,      
output reg [31:0] Alu_Out_EX		 
);
reg signed [31:0] Sign_Op1, Sign_Op2, Sign_Op1_ACU, Sign_Op2_ACU;
reg signed [31:0] Address;
always@(*)
	 begin
	Is_Branch_Taken = 0;
	Alu_Out_EX = 0;
        Sign_Op1 = Operand1_DEU_EX_Fwd; Sign_Op2 = Operand2_DEU_EX_Fwd;
        Sign_Op1_ACU = Operand1_ACU_EX_Fwd; Sign_Op2_ACU = Operand2_ACU_EX;
        Address = Sign_Op1_ACU + Sign_Op2_ACU;
        Address_EX = (I_Type_JAL_R_EX?(Address&(32'hFFFFE)):(Address));
	case (Alu_Ctrl_EX)
		5'b00000: Alu_Out_EX = Sign_Op1 + Sign_Op2;				 
        	5'b01000: Alu_Out_EX = Sign_Op1 + (~Sign_Op2) + 1;			 
		5'b00001: Alu_Out_EX = Operand1_DEU_EX_Fwd << Operand2_DEU_EX_Fwd[4:0];	 
		5'b00010: Alu_Out_EX = (Sign_Op1<Sign_Op2)?1:0;                        	 
		5'b00011: Alu_Out_EX = (Operand1_DEU_EX_Fwd<Operand2_DEU_EX_Fwd)?1:0;	 
		5'b00100: Alu_Out_EX = Operand1_DEU_EX_Fwd^Operand2_DEU_EX_Fwd;							           
		5'b00101: Alu_Out_EX = Operand1_DEU_EX_Fwd >> Operand2_DEU_EX_Fwd[4:0];    						   
		5'b01101: Alu_Out_EX = Sign_Op1 >>> Operand2_DEU_EX_Fwd[4:0];								   
		5'b00110: Alu_Out_EX = Operand1_DEU_EX_Fwd | Operand2_DEU_EX_Fwd;						           
		5'b00111: Alu_Out_EX = Operand1_DEU_EX_Fwd & Operand2_DEU_EX_Fwd;						           
		5'b10000: Is_Branch_Taken = (Sign_Op1==Sign_Op2);                	 
		5'b10001: Is_Branch_Taken = (Sign_Op1!=Sign_Op2);                	 
		5'b10100: Is_Branch_Taken = (Sign_Op1<Sign_Op2);                 	 
		5'b10101: Is_Branch_Taken = ((Sign_Op1>=Sign_Op2));              	 
		5'b10110: Is_Branch_Taken = (Operand1_DEU_EX_Fwd<Operand2_DEU_EX_Fwd);	 
		5'b10111: Is_Branch_Taken = (Operand1_DEU_EX_Fwd>=Operand2_DEU_EX_Fwd);	 
		default : Is_Branch_Taken = I_Type_JAL_R_EX||J_Type_EX;
	endcase    
	end
endmodule
</file>
==> metrics.json <==
{
  "post-place-cells": {"value": 1954},
  "synth.yosys.warnings": {"value": 1},
  "hold_viol_final": {"value": 0},
  "netlist_area": {"value": 10400, "unit": "µm²"},
  "startpoint_type_of_the_worst_setup_path": {"value": "input pin"},
  "fp.coreArea": {"value": 25400, "unit": "µm²"},
  "ant_nets": {"value": 0},
  "outcome": {"value": "complete, no violations"},
  "route.final.wire_length": {"value": 45700, "unit": "µm"},
  "maximum_number_of_pins_on_one_net_before_global_route_repair": {"value": 72},
  "dieHeight": {"value": 163, "unit": "µm"},
  "first_iter_violations": {"value": 1306},
  "cts_resized": {"value": 0},
  "post_drt_via_cell_ratio": {"value": 6.37},
  "post_synth_inst_count": {"value": 1508},
  "drt_first_pass_iters": {"value": 7},
  "critical_path.slowest_cell": {"value": "sky130_fd_sc_hd__clkdlybuf4s50_1"},
  "slowest_delay": {"value": 840, "unit": "ps"},
  "drc_errors": {"value": 0},
  "design.die.area": {"value": 26700, "unit": "µm²"},
  "cp_top_family": {"value": "AND-OR/OR-AND gates"},
  "flop_area": {"value": 0, "unit": "µm²"},
  "max_slew.worst_pin.slew": {"value": 884, "unit": "ps"},
  "yosys-top-cells-area": {"value": "sky130_fd_sc_hd__ha_1 (16%), sky130_fd_sc_hd__mux4_2 (12%), sky130_fd_sc_hd__a21oi_1 (7.0%), sky130_fd_sc_hd__nor2_1 (6.8%), sky130_fd_sc_hd__o21ai_0 (6.0%)"},
  "setup_total_negative_slack": {"value": 0, "unit": "ps"},
  "openroad.warnings": {"value": 131},
  "cellLeakagePower": {"value": 5.17, "unit": "nW"},
  "min_period": {"value": 12040, "unit": "ps"},
  "holdBufCountCts": {"value": 0},
  "drive_gt1_share": {"value": 7.20, "unit": "%"},
  "portBuffers": {"value": 200},
  "initCoreUtil": {"value": 41.0, "unit": "%"},
  "final_cell_count_no_fill": {"value": 1954},
  "final-setup-viol-count": {"value": 0},
  "max_freq": {"value": 83.0, "unit": "MHz"},
  "synth-seq-area-share": {"value": 0, "unit": "%"},
  "floorplan.rows": {"value": 58},
  "top_area_cell_type_share_of_the_netlist_area": {"value": 15.6, "unit": "%"},
  "timing.critical_path.fanout_max": {"value": 11},
  "maxCapViolCount": {"value": 0},
  "yosys.cell_types.count": {"value": 85},
  "cp-end-kind": {"value": "primary output"},
  "vdd_drop_max": {"value": 23.5, "unit": "µV"},
  "yosysTopAreaCell": {"value": "sky130_fd_sc_hd__ha_1"},
  "flop-count": {"value": 0},
  "top_level_ports": {"value": 232},
  "globalRouteTotalUtil": {"value": 34.5, "unit": "%"},
  "gpl.final_weighted_congestion": {"value": 0.990},
  "power": {"value": 0.390, "unit": "mW"},
  "min_to": {"value": "Address_EX[1]"},
  "ys_top_cells_by_count": {"value": "sky130_fd_sc_hd__nor2_1 (190), sky130_fd_sc_hd__a21oi_1 (146), sky130_fd_sc_hd__ha_1 (130), sky130_fd_sc_hd__o21ai_0 (124), sky130_fd_sc_hd__nand2_1 (120)"},
  "fin_crit_sh": {"value": 66.5, "unit": "%"},
  "wire_per_inst": {"value": 23.4, "unit": "µm"},
  "grt_first_pass_wirelength": {"value": 68400, "unit": "µm"},
  "dpl.hpwl": {"value": 36300, "unit": "µm"},
  "grt_pass1_vias": {"value": 11400},
  "timing_max_transition_violations_final": {"value": 0},
  "class_of_the_most_critical_hold_timing_path": {"value": "input pin to primary output"},
  "worstSetupPathType": {"value": "input pin to primary output"},
  "slew_headroom": {"value": 40.4, "unit": "%"},
  "unrepaired_setup_endpoints_after_global_routing": {"value": "false"},
  "n_antenna_cell": {"value": 0},
  "hold_path_depth": {"value": 5},
  "worstHoldStart": {"value": "Operand2_ACU_EX[1]"},
  "grt_antenna_before_repair": {"value": 1},
  "critical_path_required": {"value": 14480, "unit": "ps"},
  "synth-cells-yosys": {"value": 1508},
  "cp.buffers_inverters": {"value": 3},
  "die.size.x": {"value": 163, "unit": "µm"},
  "worstPathArrival": {"value": 8420, "unit": "ps"},
  "synth-area-yosys": {"value": 10400, "unit": "µm²"},
  "clock_buffers": {"value": 0},
  "post_synth.cell_area_avg": {"value": 6.91, "unit": "µm²"},
  "syn2layout_area_growth": {"value": 20.3, "unit": "%"},
  "worstPathCellList": {"value": "clkdlybuf4s50_1, inv_1, ha_1, or4_4, a2111oi_2, o41ai_2, o31ai_1, a21oi_1, o21ai_2, mux2_2, o31ai_1, clkdlybuf4s50_1"},
  "post_cts_buffers": {"value": 0},
  "post-synth-top-count-cell": {"value": "sky130_fd_sc_hd__nor2_1"},
  "power_density": {"value": 31.1, "unit": "nW/µm²"},
  "routed-via-count": {"value": 12500},
  "grt.overflow.total": {"value": 0}
}
==> where the power goes <==
group          internal [mW]  switching [mW]  leakage, nW  total (mW)
Sequential                 0               0            0           0
Combinational          0.178           0.212         5.17       0.390
Clock                      0               0            0           0
Total                  0.178           0.212         5.17       0.390
==> per-layer routing <==
metal / up-vias / track usage [%] / share of wire [%]
met5: - / 0 / 0
met3: 106 / 6.00 / 9.4
met4: 0 / 13.3 / 4.6
met2: 686 / 53.1 / 44
met1: 5785 / 48.6 / 42
li1: 5873 / - / -
==> cells by family after synthesis <==
kind of cell | share of synthesized area, %
buffers and inverters | 8.35
AOI/OAI and AO/OA | 32.4
adders and majority gates | 16.2
and+or+nand+nor | 22.2
xor gates and xnor gates | 2.69
muxes | 18.1
==> placed cells by master (no fill, tap or decap), types with 23 or more instances in the layout <==
| cell type | count |
|---|---|
| sky130_fd_sc_hd__a21o_1 | 26 |
| sky130_fd_sc_hd__a21oi_1 | 146 |
| sky130_fd_sc_hd__buf_4 | 25 |
| sky130_fd_sc_hd__clkdlybuf4s50_1 | 195 |
| sky130_fd_sc_hd__ha_1 | 130 |
| sky130_fd_sc_hd__inv_1 | 105 |
| sky130_fd_sc_hd__mux2i_1 | 35 |
| sky130_fd_sc_hd__mux4_2 | 54 |
| sky130_fd_sc_hd__nand2_1 | 120 |
| sky130_fd_sc_hd__nand3_1 | 28 |
| sky130_fd_sc_hd__nor2_1 | 190 |
| sky130_fd_sc_hd__nor3_1 | 42 |
| sky130_fd_sc_hd__o211ai_1 | 23 |
| sky130_fd_sc_hd__o21ai_0 | 124 |
==> layout make-up <==
class / instances / area (µm²)
tap: 330 / 413
multi-input combinational: 1293 / 9570
fill: 2578 / 12900
timing repair buffer: 224 / 2160
inverter: 107 / 402
==> worst max-delay path by stage <==
| stage | from | to | slack (ps) | depth (start not counted) |
|---|---|---|---|---|
| 6_report | Operand1_DEU_EX_Fwd[10] | Is_Branch_Taken | 6060 | 12 |
| 4_1_cts | Operand1_DEU_EX_Fwd[10] | Is_Branch_Taken | 6040 | 12 |
| 5_1_grt | Operand2_DEU_EX_Fwd[2] | Alu_Out_EX[30] | 5700 | 15 |
==> per-stage QoR <==
| stage | util (%) | area, µm² | setup WS (ps) | hold WS (ps) |
|---|---|---|---|---|
| after floorplan | - | 10400 | 6900 | 7380 |
| after global placement | 49.4 | 12500 | 6090 | 8320 |
| after detailed placement | 49.4 | 12500 | 6050 | 8340 |
| after CTS | 49.4 | 12500 | 6040 | 8340 |
| after global routing | 49.4 | 12500 | 5700 | 8370 |
| final | 49.4 | 12500 | 6060 | 8330 |
==> worst min-delay path, cell delays in order <==
cell	delay (ps)
sky130_fd_sc_hd__clkdlybuf4s50_1	420
sky130_fd_sc_hd__inv_1	80
sky130_fd_sc_hd__fa_1	160
sky130_fd_sc_hd__inv_1	40
sky130_fd_sc_hd__clkdlybuf4s50_1	380
Power and IR drop assume default switching activity.
