--- flow/constraint.sdc ---
current_design Forwarding_Unit

set clk_period 13.9
set clk_io_pct 0.2

create_clock -name clk0 -period $clk_period

set non_clock_inputs [all_inputs -no_clocks]
set_input_delay [expr $clk_period * $clk_io_pct] -clock clk0 $non_clock_inputs
set_output_delay [expr $clk_period * $clk_io_pct] -clock clk0 [all_outputs]
--- flow/config.mk ---
export PLATFORM = sky130hd
export DESIGN_NAME = Forwarding_Unit
export DESIGN_NICKNAME = Forwarding_Unit
export VERILOG_FILES = /design/flow/design.v
export SDC_FILE = /design/flow/constraint.sdc
export NUM_CORES = 4
export LEC_CHECK = 1
export CORE_AREA = 10 10 179 179
export DIE_AREA = 0 0 189 189
--- flow/design.v ---
`timescale 1ns / 1ps
module Forwarding_Unit(
input [31:0] Operand1_ACU_EX,
input [31:0] Operand1_DEU_EX,
input [31:0] Operand2_DEU_EX,
input Rs1_Valid_EX,         
input [4:0] rs1_EX,               
input Rs2_Valid_EX,         
input [4:0] rs2_EX,            
input Write_Enable_MEM,          
input [4:0] rd_MEM,          
input [31:0] Alu_Out_MEM,        
input Write_Enable_WB,           
input [4:0] rd_WB,           
input Write_Back_Control_WB,             
input [31:0] Loaded_Data_WB,     
input [31:0] Alu_Out_WB,        
input I_Type_Load_EX, S_Type_EX, J_Type_EX, I_Type_JAL_R_EX,
output reg [31:0] Operand1_ACU_EX_Fwd,
output reg [31:0] Operand1_DEU_EX_Fwd,
output reg [31:0] Operand2_DEU_EX_Fwd
);
always@(*)
if (Rs1_Valid_EX&&Write_Enable_MEM&&(rs1_EX==rd_MEM)&&(rs1_EX!=0)&&(I_Type_Load_EX||I_Type_JAL_R_EX||S_Type_EX))
    Operand1_ACU_EX_Fwd = Alu_Out_MEM;
else if (Rs1_Valid_EX&&Write_Enable_WB&&(rs1_EX == rd_WB)&&(rs1_EX!=0)&&(I_Type_Load_EX||I_Type_JAL_R_EX||S_Type_EX)&&Write_Back_Control_WB)
    Operand1_ACU_EX_Fwd = Loaded_Data_WB;  
else if (Rs1_Valid_EX&&Write_Enable_WB&&(rs1_EX == rd_WB)&&(rs1_EX!=0)&&(I_Type_Load_EX||I_Type_JAL_R_EX||S_Type_EX)) 
    Operand1_ACU_EX_Fwd = Alu_Out_WB;  
else
    Operand1_ACU_EX_Fwd = Operand1_ACU_EX; 
always@(*)
if (Rs1_Valid_EX&&Write_Enable_MEM&&(rs1_EX == rd_MEM)&&(rs1_EX!=0)&&(!I_Type_Load_EX)&&(!I_Type_JAL_R_EX)&&(!S_Type_EX))
    Operand1_DEU_EX_Fwd = Alu_Out_MEM;
else if (Rs1_Valid_EX&&Write_Enable_WB&&(rs1_EX == rd_WB)&&(rs1_EX!=0)&&(!I_Type_Load_EX)&&(!I_Type_JAL_R_EX)&&(!S_Type_EX)&&Write_Back_Control_WB)
    Operand1_DEU_EX_Fwd = Loaded_Data_WB;
else if (Rs1_Valid_EX&&Write_Enable_WB&&(rs1_EX == rd_WB)&&(rs1_EX!=0)&&(!I_Type_Load_EX)&&(!I_Type_JAL_R_EX)&&(!S_Type_EX))
    Operand1_DEU_EX_Fwd = Alu_Out_WB;
else
    Operand1_DEU_EX_Fwd = Operand1_DEU_EX;
always@(*)
if (Rs2_Valid_EX&&Write_Enable_MEM&&(rs2_EX == rd_MEM)&&(rs2_EX!=0))
    Operand2_DEU_EX_Fwd = Alu_Out_MEM;
else if (Rs2_Valid_EX&&Write_Enable_WB &&(rs2_EX == rd_WB)&&(rs2_EX!=0)&&Write_Back_Control_WB)
    Operand2_DEU_EX_Fwd = Loaded_Data_WB;
else if (Rs2_Valid_EX&&Write_Enable_WB &&(rs2_EX == rd_WB)&&(rs2_EX!=0))
    Operand2_DEU_EX_Fwd = Alu_Out_WB;
else
    Operand2_DEU_EX_Fwd = Operand2_DEU_EX;
endmodule
--- flow/run.sh ---
#!/bin/bash
# OpenROAD 26Q1-2900-gdf79404cd8, Yosys 0.63+post, stock flow scripts
make -C /OpenROAD-flow-scripts/flow DESIGN_CONFIG=/design/flow/config.mk WORK_HOME=/design/flow/orfs finish
==> run notes <==
From the run reports.

- The flow ran to the end, and the final reports show no timing, DRC or antenna violations.
- The signed area change from the synthesized netlist to the final layout reads 115.2%.
- The average detailed-routed wire length per instance reads 20.32 um.
- The signal arrival time at the worst endpoint reads 5930 ps.
- The final worst-path cycle share reads 62.66%.
- The setup slack at placement reads between 5000 and 6000 ps.
- The first-pass GRT wire length reads 33090 um.
- The via total after detailed routing reads approximately 4700.
- In this run the mean area of a mapped cell was 6.462 sq um.
- The worst min-delay path startpoint is Operand2_DEU_EX[22].
- Looking at the critical path, the single cell with the biggest stage delay is sky130_fd_sc_hd__clkdlybuf4s50_1.
- The area figure in the yosys stat output reads 2985 sq um.
- In this run the tools logged warnings totalling 33.
- The number of post-CTS setup repair buffers is 0.
- After synthesis, the netlist uses 29 different library cells.
- After floorplanning, the die was sized to cover 35720 sq um.
- STA classifies the critical path endpoint as a primary output.
- The area of all placed cells without fillers reads 6424 sq um.
- The half-perimeter wire length of the detailed placement result is 17530 um.
- The setup violation total in the final timing report is 0.
- The hold buffer count at cts is 0.
- The leakage power is 2.574 nW.
- The post-cts resize count reads 0.
- STA classifies the critical path startpoint as a primary input.
- The global routing report lists combined usage of all routing layers as 11.90%.
- The startpoint-to-endpoint class of the critical path is primary input to primary output.
- The first detailed-routing pass ran for 4 iterations.
- The count of maximum capacitance violations reads 0.
- Setup repair after global routing left no endpoint under its margin.
- The via count of the first global-routing pass came to 5021.
- The congestion estimate from routability-driven global placement came to a little under 0.9.
- The die outline width reads 189 um.
- The number of buffer cells added on primary ports reads 316.
- The worst path required time is 11120 ps.
- The effective utilization at floorplan is 10.66%.
- The power per unit of standard cell area reads 25.90 nW/um^2.
- The number of cell instances after yosys synthesis reads 462.
- Max fanout on the critical path was recorded as 33.
- The final-layout clock buffer total is 0.
- The gate count of the mapped netlist reads 462.
- The share of final-layout standard cells stronger than drive strength 1 is 3.689%.
- The number of antenna-violating nets in the routed design reads 0.
- The number of vias per cell after detailed routing is 4.272.
- The row count reads 61.
- The layout sequential cell count reads 0.
- Wires add up to 22570 um.
- The number of fill cells is between 3000 and 4000.
- The number of antenna violations at the first check in global routing is 2.
- The area taken by sequential standard cells is reported as 0 sq um.
- The worst path setup slack after routing reads 5190 ps.
- The final tally of hold violations is 0.
- The peak supply drop reads 0.01757 mV.
- Per the detailed placement report, the placed cell area equals approximately 6400 sq um.
- The top achievable clock speed is 114.8 MHz.
- The first element of the critical path is S_Type_EX.
- The post-synth design cell area reads 2985 sq um.
- In this run the worst hold path is classified as primary input to primary output.
- The first-iteration detailed-routing DRC count is 200.
- Per the GRT congestion report, total overflow comes to 0.
- The maximum number of pins on one net before global-route repair is 65.
- The delay of the slowest critical-path stage is between 500 and 600 ps.
- The vertical die dimension reads between 150 and 200 um.
- The worst relative slew slack reads 49.10%.
- The final-report max-slew violation count is 0.
- Setup total negative slack on the finished layout was measured at 0 ps.
- The time the worst path needs with I/O delays and setup is 8710 ps.
- The total buffers and inverters traversed by the critical path is 4.
- The floorplan report gives the top-level pin count as 317.
- Traced cell by cell, the critical path runs through clkdlybuf4s50_1, or3_1, nor3_4, buf_4, and3_2, buf_4, o21ai_0, o21ai_0, clkdlybuf4s50_1.
- The number of remaining DRC errors reads 0.
- The area of the core is 28010 sq um.
- Looking at the max-slew report, the worst-margin pin has a slew of 763.5 ps.
- The total of warnings raised by yosys is 1.
- The sequential share of the synthesized area reads 0%.
- The family with the most delay on the worst path reads buffers and inverters.
## final cells by class
type	count	area, sq um	area share [%]
Timing Repair Buffer	328	3248	50.56
Antenna cell	1	2.502	0.03896
Tap cell	378	473.0	7.363
Multi-Input combinational cell	403	2696	41.98
Inverter	1	3.754	0.05843
## worst min-delay path: stages
cell and delay, ps:
sky130_fd_sc_hd__clkdlybuf4s50_1 400, sky130_fd_sc_hd__nor2_1 100, sky130_fd_sc_hd__o21ai_1 70, sky130_fd_sc_hd__clkdlybuf4s50_1 400
## through the flow
step	std cells	power [mW]	hold WS, ps	utilization (%)
final	1111	0.1664	6526	22.93
after global routing	1111	0.1797	6564	22.93
after CTS	1110	0.1685	6530	22.92
after detailed placement	1110	0.1673	6523	22.92
after global placement	1110	0.1671	6531	22.92
after floorplan	462	0.04793	5612	-
## power by group
part           leakage, nW  switching [mW]   internal, mW     total [mW]
Sequential               0               0              0              0
Combinational         2.57          0.0595          0.107          0.166
Clock           0.00000634               0  0.00000000965  0.00000000966
Total                 2.57          0.0595          0.107          0.166
## cell usage after synthesis (7+ instances only)
cell | number | area [sq um]
sky130_fd_sc_hd__nand2_1 | 43 | 161.4
sky130_fd_sc_hd__o21ai_1 | 23 | 115.1
sky130_fd_sc_hd__a211oi_1 | 53 | 397.9
sky130_fd_sc_hd__mux2i_1 | 32 | 320.3
sky130_fd_sc_hd__nor2_1 | 32 | 120.1
sky130_fd_sc_hd__o21ai_0 | 22 | 110.1
sky130_fd_sc_hd__buf_2 | 17 | 85.08
sky130_fd_sc_hd__a31oi_1 | 53 | 331.6
sky130_fd_sc_hd__nand4_1 | 12 | 75.07
sky130_fd_sc_hd__a21o_1 | 76 | 570.6
sky130_fd_sc_hd__xnor2_1 | 7 | 61.31
sky130_fd_sc_hd__xor2_1 | 13 | 113.9
sky130_fd_sc_hd__clkbuf_1 | 29 | 108.9
sky130_fd_sc_hd__buf_6 | 10 | 112.6
## final timing paths
check / endpoint / slack [ps] / cells past startpoint
worst max-delay path: Operand1_DEU_EX_Fwd[10] / 5190 / 9
worst min-delay path: Operand2_DEU_EX_Fwd[22] / 6530 / 4
## routing by layer
| layer | GRT usage, % | share of wire (%) |
|---|---|---|
| met1 | 15.28 | 43 |
| met2 | 20.31 | 48 |
| met3 | 2.818 | 7.8 |
| met4 | 1.526 | 1.4 |
| met5 | 0 | 0 |
## cells in the final DEF, fill, tap and decap left out, types with 2 or more instances in the layout
cell / instances
sky130_fd_sc_hd__and3_2: 2
sky130_fd_sc_hd__nor2_1: 32
sky130_fd_sc_hd__a211oi_1: 53
sky130_fd_sc_hd__nand4_1: 12
sky130_fd_sc_hd__clkdlybuf4s50_1: 315
sky130_fd_sc_hd__or4_1: 2
sky130_fd_sc_hd__xnor2_1: 7
sky130_fd_sc_hd__nor3_4: 3
sky130_fd_sc_hd__and2_0: 4
sky130_fd_sc_hd__a21o_1: 76
sky130_fd_sc_hd__and2_1: 6
sky130_fd_sc_hd__o21ai_1: 23
sky130_fd_sc_hd__o21ai_0: 22
sky130_fd_sc_hd__buf_4: 12
sky130_fd_sc_hd__nor4_1: 2
sky130_fd_sc_hd__a31oi_1: 53
sky130_fd_sc_hd__and4_2: 2
sky130_fd_sc_hd__mux2i_1: 32
sky130_fd_sc_hd__o31ai_2: 4
sky130_fd_sc_hd__o31ai_1: 5
sky130_fd_sc_hd__xor2_1: 13
sky130_fd_sc_hd__nand2_1: 43
## kinds of logic after synthesis
family | synth area share (%)
buffers and inverters | 10.90
AOI/OAI and AO/OA | 54.78
and+or+nand+nor | 17.73
xor gates and xnor gates | 5.868
muxes | 10.73
No activity file was given, so power comes from the tool's default toggle rates.
